`run.sh`:
```
#!/bin/bash
# OpenROAD 26Q1-2900-gdf79404cd8, Yosys 0.63+post, stock flow scripts
make -C /OpenROAD-flow-scripts/flow DESIGN_CONFIG=/design/flow/config.mk WORK_HOME=/design/flow/orfs finish
```
`config.mk`:
```
export PLATFORM = sky130hd
export DESIGN_NAME = Register
export DESIGN_NICKNAME = Register
export VERILOG_FILES = /design/flow/design.v
export SDC_FILE = /design/flow/constraint.sdc
export NUM_CORES = 4
export LEC_CHECK = 1
export CORE_UTILIZATION = 40
export SYNTH_HDL_FRONTEND = slang
```
`constraint.sdc`:
```
current_design Register

set clk_period 1.0
set clk_io_pct 0.2

create_clock -name clk0 -period $clk_period [get_ports {clk}]

set non_clock_inputs [all_inputs -no_clocks]
set_input_delay [expr $clk_period * $clk_io_pct] -clock clk0 $non_clock_inputs
set_output_delay [expr $clk_period * $clk_io_pct] -clock clk0 [all_outputs]
```
`design.v`:
```
module Register #(parameter WIDTH = 64, parameter DEPTH = 1) (
    input logic clk, reset,
    input logic [WIDTH-1:0] in [DEPTH-1:0],
    output logic [WIDTH-1:0] out [DEPTH-1:0]
);
    always_ff @(posedge clk or posedge reset) begin
        if(reset) begin
            for (int i = 0; i < WIDTH; i = i + 1) begin
            for (int j = 0; j < DEPTH; j = j + 1) begin
                    out [j][i] <= '0;
            end 
            end
        end else begin
            out <= in;
        end
    end
endmodule
```
==> writeup.txt <==
The fraction of synthesized cell area taken by the top area cell type works out to 99.8%. During placement, the flow inserted port buffers numbering 129. The count of pins on the block boundary is 130.

In the synthesized netlist, the cells that appear most often are sky130_fd_sc_hd__dfrtp_1, sky130_fd_sc_hd__inv_1. CTS reports a maximum clock tree buffer depth of 2. The synthesized design contains 0 enable-type register cells. The number of instances in the synthesized netlist is 65, and the number of synthesized register bits is 64.

After synthesis, the cell types taking the most area are sky130_fd_sc_hd__dfrtp_1, sky130_fd_sc_hd__inv_1. Per the synthesis report, the number of distinct cell types is 2. The combined area of all synthesized cells was 0.00161 sq mm.

In this run the clock root is driven by a sky130_fd_sc_hd__clkbuf_8. The run ended at clock tree synthesis. Yosys reported that registers with async set or reset make up 100%.

The largest total area in the synthesized netlist belongs to sky130_fd_sc_hd__dfrtp_1. Die span in x: 65.4 microns. Row generation in the floorplan step produced 22 rows. In the synthesized netlist the dominant register cell turns out to be sky130_fd_sc_hd__dfrtp_1. The stat command in Yosys gives a chip area of 0.00161 sq mm. sky130_fd_sc_hd__dfrtp_1 is the most common cell in the netlist.

The number of clock sinks came to 64. The clock tree synthesis step divided the H-tree into 3 levels. The per-instance average area after synthesis is 24.7 sq um, and the yosys stat cell total is 65. The die height came out at 65.4 microns. Core utilization before placement: 42.9%. The tools report the number of buffers added by the clock tree synthesis step as 9. RePlAce ended its routability-driven mode at a weighted congestion of 0.767. The run stopped with a tool error. Warnings reported by Yosys during synthesis add up to 0. The tools report the sequential fraction of the synthesis area as 99.8%. Before CTS, the worst setup slack after placement is -47.4 ps.

The first error in the log reads "[ERROR DPL-0036] Detailed placement failed". Detailed placement ended at an HPWL of 3310 microns.
## cells by family after synthesis
| kind of cell | share of synthesized area (%) |
|---|---|
| flops | 99.8 |
| buf+inv | 0.234 |
## metrics by stage
| step | hold WS (ps) | std cells | area (sq um) |
|---|---|---|---|
| 3_5_place_dp | 627 | 244 | 3000 |
| 3_3_place_gp | 624 | 244 | 3000 |
| 2_1_floorplan | 231 | 65 | 1610 |
